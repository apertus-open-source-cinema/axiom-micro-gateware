--- flow/run.sh ---
#!/bin/bash
# OpenROAD 26Q1-2900-gdf79404cd8, Yosys 0.63+post, stock flow scripts
make -C /OpenROAD-flow-scripts/flow DESIGN_CONFIG=/design/flow/config.mk WORK_HOME=/design/flow/orfs finish
--- flow/design.v ---
module addr_gen(
	output reg [31:0] addr,
	input switch,
	input data_valid,
	output reg addr_valid,
	input [63:0] data_in,
	output reg [63:0] data_out,
	output reg data_out_valid,
	input sys_clk,
	input sys_rst
);
reg [31:0] addr_1;
reg addr_valid_1;
reg [31:0] base_addrs_array0 = 32'd260046848;
reg [31:0] base_addrs_array1 = 32'd264241152;
reg [31:0] base_addrs_array2 = 32'd268435456;
reg [31:0] base_addrs_array3 = 32'd272629760;
reg [31:0] base_addr;
reg [31:0] offset = 32'd0;
reg [2:0] selection = 3'd0;
reg [6:0] addr_write_counter = 7'd0;
reg increment;
reg [4:0] counter = 5'd0;
reg [31:0] array_muxed0;
reg [31:0] array_muxed1;
reg [31:0] array_muxed2;
// synthesis translate_off
reg dummy_s;
initial dummy_s <= 1'd0;
// synthesis translate_on
// synthesis translate_off
reg dummy_d;
// synthesis translate_on
always @(*) begin
	increment <= 1'd0;
	if ((counter == 1'd0)) begin
		if (data_valid) begin
			increment <= 1'd1;
		end else begin
			increment <= 1'd0;
		end
	end else begin
		increment <= 1'd0;
	end
// synthesis translate_off
	dummy_d <= dummy_s;
// synthesis translate_on
end
// synthesis translate_off
reg dummy_d_1;
// synthesis translate_on
always @(*) begin
	addr <= 32'd260046848;
	addr_valid_1 <= 1'd0;
	addr_valid <= 1'd0;
	data_out <= 64'd0;
	data_out_valid <= 1'd0;
	if ((((addr_write_counter > 7'd100) & (addr_write_counter <= 7'd116)) & (~data_valid))) begin
		data_out <= array_muxed0;
		addr <= 29'd419430400;
		data_out_valid <= 1'd1;
		if ((addr_write_counter == 7'd101)) begin
			addr_valid <= 1'd1;
		end else begin
			addr_valid <= 1'd0;
		end
	end else begin
		if (data_valid) begin
			addr <= addr_1;
			data_out <= data_in;
			data_out_valid <= 1'd1;
			addr_valid <= addr_valid_1;
		end else begin
			data_out_valid <= 1'd0;
			addr_valid_1 <= 1'd0;
		end
	end
	addr_valid_1 <= increment;
// synthesis translate_off
	dummy_d_1 <= dummy_s;
// synthesis translate_on
end
// synthesis translate_off
reg dummy_d_2;
// synthesis translate_on
always @(*) begin
	base_addr <= 32'd260046848;
	if (switch) begin
		if ((selection == 2'd3)) begin
			base_addr <= 28'd260046848;
		end else begin
			base_addr <= array_muxed1;
		end
	end else begin
		base_addr <= array_muxed2;
	end
// synthesis translate_off
	dummy_d_2 <= dummy_s;
// synthesis translate_on
end
// synthesis translate_off
reg dummy_d_3;
// synthesis translate_on
always @(*) begin
	addr_1 <= 32'd260046848;
	if (switch) begin
		addr_1 <= base_addr;
	end else begin
		addr_1 <= (base_addr + offset);
	end
// synthesis translate_off
	dummy_d_3 <= dummy_s;
// synthesis translate_on
end
// synthesis translate_off
reg dummy_d_4;
// synthesis translate_on
always @(*) begin
	array_muxed0 <= 32'd0;
	case ((((selection == 1'd0) ? 3'd4 : selection) - 1'd1))
		1'd0: begin
			array_muxed0 <= base_addrs_array0;
		end
		1'd1: begin
			array_muxed0 <= base_addrs_array1;
		end
		2'd2: begin
			array_muxed0 <= base_addrs_array2;
		end
		default: begin
			array_muxed0 <= base_addrs_array3;
		end
	endcase
// synthesis translate_off
	dummy_d_4 <= dummy_s;
// synthesis translate_on
end
// synthesis translate_off
reg dummy_d_5;
// synthesis translate_on
always @(*) begin
	array_muxed1 <= 32'd0;
	case ((selection + 1'd1))
		1'd0: begin
			array_muxed1 <= base_addrs_array0;
		end
		1'd1: begin
			array_muxed1 <= base_addrs_array1;
		end
		2'd2: begin
			array_muxed1 <= base_addrs_array2;
		end
		default: begin
			array_muxed1 <= base_addrs_array3;
		end
	endcase
// synthesis translate_off
	dummy_d_5 <= dummy_s;
// synthesis translate_on
end
// synthesis translate_off
reg dummy_d_6;
// synthesis translate_on
always @(*) begin
	array_muxed2 <= 32'd0;
	case (selection)
		1'd0: begin
			array_muxed2 <= base_addrs_array0;
		end
		1'd1: begin
			array_muxed2 <= base_addrs_array1;
		end
		2'd2: begin
			array_muxed2 <= base_addrs_array2;
		end
		default: begin
			array_muxed2 <= base_addrs_array3;
		end
	endcase
// synthesis translate_off
	dummy_d_6 <= dummy_s;
// synthesis translate_on
end
always @(posedge sys_clk) begin
	if ((~data_valid)) begin
		if ((addr_write_counter < 7'd117)) begin
			addr_write_counter <= (addr_write_counter + 1'd1);
		end
	end else begin
		addr_write_counter <= 1'd0;
	end
	if (switch) begin
		if (data_valid) begin
			counter <= 2'd2;
		end else begin
			counter <= 1'd1;
		end
	end else begin
		if (data_valid) begin
			if ((counter == 4'd15)) begin
				counter <= 1'd0;
			end else begin
				counter <= (counter + 1'd1);
			end
		end
	end
	if (switch) begin
		if (increment) begin
			offset <= 8'd128;
		end else begin
			offset <= 1'd0;
		end
		if ((selection == 2'd3)) begin
			selection <= 1'd0;
		end else begin
			selection <= (selection + 1'd1);
		end
	end else begin
		if (increment) begin
			if (((offset + 8'd128) >= 29'd436207616)) begin
				offset <= 1'd0;
			end else begin
				offset <= (offset + 8'd128);
			end
		end
	end
	if (sys_rst) begin
		offset <= 32'd0;
		selection <= 3'd0;
		addr_write_counter <= 7'd0;
		counter <= 5'd0;
	end
end
endmodule
--- flow/config.mk ---
export PLATFORM = sky130hd
export DESIGN_NAME = addr_gen
export DESIGN_NICKNAME = addr_gen
export VERILOG_FILES = /design/flow/design.v
export SDC_FILE = /design/flow/constraint.sdc
export NUM_CORES = 4
export LEC_CHECK = 1
export CORE_UTILIZATION = 50
export SYNTH_HDL_FRONTEND = slang
--- flow/constraint.sdc ---
current_design addr_gen

set clk_period 5.0
set clk_io_pct 0.2

create_clock -name clk0 -period $clk_period [get_ports {sys_clk}]

set non_clock_inputs [all_inputs -no_clocks]
set_input_delay [expr $clk_period * $clk_io_pct] -clock clk0 $non_clock_inputs
set_output_delay [expr $clk_period * $clk_io_pct] -clock clk0 [all_outputs]
==> results.cfg <==
; implementation run metrics
[outcome]
outcome = finished clean

[worst_setup_path]
required_ns = 4.00
slowest_delay_ns = 0.49
regToRegSetupSlack_ns = 1.94
crit_path_start = selection[1]$_SDFFE_PP0P_
worstSetupStartpointType = register
endpoint = addr[30]
end_kind = output pin
reg2reg_to = offset[13]$_SDFFE_PP0P_
rr_startpoint = offset[15]$_SDFFE_PP0P_
cp_common_cell = ha_1
crit_arrival_ns = 3.71
reg2regPathDepth = 7
crit_chain = ha_1 > ha_1 > nor3b_1 > o21ai_1 > o41a_1 > ha_1 > inv_1 > fa_1 > nor2b_1 > o21ai_2 > a21boi_2 > o211ai_1 > a21boi_0 > xnor2_1 > nor2_1 > clkdlybuf4s50_1
crit_type = register to output pin
path_max_fanout = 5
cp_slowest_cell = clkdlybuf4s50_1

[floorplanning]
die_height_um = 84.7
coreArea_um2 = 6490
die_w_um = 84.7
num_rows = 29
fp_util_pct = 52.7
io_pins = 166
die-area_um2 = 7180

[global_routing]
grt_max_degree = 55
grt_overflow_total = 0
grt_pass1_wl_mm = 15.3
antenna_found_initial = 0
first_global_vias = 3194
track_usage_pct = 26.4

[final_timing]
hold_viol_final = 0
worst_pin_slew_ns = 0.738
fin_crit_ns = 4.71
finClkSkew_ns = 0.0103
slew_headroom_pct = 50.8
drv_slew = 0
post-route-period-util_pct = 94.2
max_freq_mhz = 212
setup_viol = 0
rsz0062_at_grt = false

[drt]
vias_per_cell = 5.47
drt-initial-drc-count = 280
routedWlPerCell_um = 14.1
via_count = 3749
wl_mm = 9.64
antenna_left = 0
antenna_cells_inserted = 0
drt-pass1-iter-count = 21
route.detailed.drc = 0

[final_layout]
seq_area_um2 = 802
drive_above_1_share_pct = 6.09
area.growth.synth_to_final_pct = 50.5
logic_area_um2 = 2390
mostFrequentLayoutCell = clkdlybuf4s50_1
lay_top_cells = clkdlybuf4s50_1 (156), and2_1 (58), nor2_1 (45)
final_util_pct = 79.3
num-fill-cells = 436

[synthesis]
synthFlopType = dfxtp_1
synthTopCellsByArea = dfxtp_1 (23%), and2_1 (11%), ha_1 (7.7%)
largest_area_cell = dfxtp_1
top_area_share_pct = 23.4
ys_cells = 458
postSynthCellCount = 458
syn_avg_cell_area_um2 = 7.47
synth_async_sr_flop_share_pct = 0
synth_warnings = 0
ys_types = 59
synth_flops = 40
edf_count = 0
mappedNetlistArea_um2 = 3420
ys_area_um2 = 3420
ys_seq_share_pct = 23.4

[clocking]
numCtsBuffers = 5
cts_tree = yes
cts_max_level = 2
cts.path.max_buffers = 2
clock_latency_ns = 0.30
hold_buffers = 0
clock-sinks = 40
cts.clk_slew.worst_paths_ns = 0.08
ctsRootBufferMaster = clkbuf_8

[place]
numPortBuffers = 158
gp_congestion = 0.969
hpwl_mm = 7.29

[flow_run]
maxCapViolCount = 0
tool_warnings = 35

[hold_path]
holdCritPathClass = register to register

[pwr]
leakagePower_nw = 2.01
power_density_nw_per_um2 = 152
finalPower_uw = 782
ir_worst_vdd_mv = 0.201
## synth_stat cells (all sizes together), types with 4 or more instances
cell and count:
and2 58, nand4 16, o311ai 5, xnor2 9, clkbuf 16, o211ai 5, dfxtp 40, inv 27
nand2b 7, o22ai 11, a21oi 13, buf 17, a21o 7, xor2 8, nand3 14, and3 18
and4 4, nor3 6, nand2 41, nor2 45, ha 21, o21ai 16, a31oi 13
## state kept, by name, indices dropped and copies added (netlist names)
name,cells
counter,5
selection,3
addr_write_counter,7
offset,25
## final cells by class
cell class	count	share of cell area [%]
multi-input combinational	364	46.4
sequential	40	15.6
clock buffer	7	1.68
tap	77	1.87
clock inverter	1	0.146
timing repair buffer	169	32.3
inverter	27	1.97
## where the power goes
group          switching (mW)  internal (mW)
clock network           0.114          0.112
registers             0.00631          0.322
logic                  0.0805          0.147
## critical path: cells and delay by family (launching register included)
family                     cells  cell delay, ns
buffers and inverters          2            0.54
DFF                            1            0.41
xor gates and xnor gates       1            0.09
AOI/OAI and AO/OA              6            0.91
and+or+nand+nor                3            0.39
adders and majority gates      4            1.10
## worst min-delay path by stage
| stage | from | to | slack, ns | cells after the start |
|---|---|---|---|---|
| after CTS | counter[4]$_SDFFE_PP0P_ | counter[4]$_SDFFE_PP0P_ | 0.46 | 2 |
| final | counter[4]$_SDFFE_PP0P_ | counter[4]$_SDFFE_PP0P_ | 0.46 | 2 |
| after global routing | counter[4]$_SDFFE_PP0P_ | counter[4]$_SDFFE_PP0P_ | 0.48 | 2 |
## per-layer routing
metal,GRT usage (%),vias up,share of wire (%)
li1,-,1894,-
met1,37.3,1709,46
met2,45.8,141,48
met3,3.88,5,5.9
met4,2.00,0,0.53
met5,0,-,0
## repair_timing
| action | in CTS | in global routing |
|---|---|---|
| pin swaps | 0 | 1 |
| resized | 2 | 9 |
| endpoints found under the hold margin | 0 | 0 |
| buffers inserted | 0 | 0 |
| endpoints found under the setup margin | 2 | 4 |
## logic make-up (layout without fill, tap and decap cells)
family	after synthesis	in the layout	synth area share (%)
AND/OR/NAND/NOR	225	225	36.3
AND-OR/OR-AND	91	91	19.0
buffers and inverters	60	204	7.97
flip-flops	40	40	23.4
adder cells (fa/ha/maj)	22	22	8.26
XOR/XNOR	17	17	4.35
multiplexers	2	2	0.585
other	1	7	0.110
## per-stage QoR
stage               instance area [um2]  setup TNS (ns)  worst slack (ns)  cells  hold slack [ns]
CTS                                5120               0           0.00612    685            0.463
detailed placement                 5030         -0.0386           -0.0233    677            0.452
global route                       5150               0            0.0511    685            0.480
global placement                   5030               0            0.0160    677            0.437
floorplan                          3440               0             0.750    464            0.423
finish                             5150               0             0.288    685            0.461
Power is estimated from default activity; no workload was simulated.
